[flow/design.v]
`timescale 1ns / 1ps
module DisplayData(displayData, led);
input [7:0] displayData;
output [7:0] led;
assign led = displayData;
endmodule
`timescale 1ns / 1ps
module PS2Ctrl(clk, reset, ps2Clk, ps2Data, scanDone, scanCode);
input clk;
input reset;
input ps2Clk;
input ps2Data;
output scanDone;
output [7:0] scanCode;
reg scanDone;				 
reg [7:0] scanCode;		 
reg [2:0] clkLowFilter;
reg [2:0] clkHighFilter;
reg filterPS2Clk;			 
reg prePS2Clk;
reg [3:0] bitCount;		 
reg [9:0] buffer;			 
initial begin
	clkLowFilter <= 3'b000;
	clkHighFilter <= 3'b000;
	filterPS2Clk <= 1'b0;
	prePS2Clk <= 1'b0;
	bitCount <= 4'b0000;
	buffer <= 10'b00_0000_0000;
	scanDone <= 1'b0;
	scanCode <= 8'b0000_0000;
end
always @(posedge clk or posedge reset) begin
	if(reset) begin
		clkLowFilter <= 3'b000;
		clkHighFilter <= 3'b000;
		filterPS2Clk <= 1'b0;
		prePS2Clk <= 1'b0;
	end
	else begin
		prePS2Clk <= filterPS2Clk;
		if(ps2Clk) begin
			clkLowFilter <= 3'b000;
			clkHighFilter <= clkHighFilter + 3'b001;
			if(clkHighFilter == 3'b011)
				filterPS2Clk <= 1'b1;
		end
		else if(!ps2Clk) begin
			clkHighFilter <= 3'b000;
			clkLowFilter <= clkLowFilter + 3'b001;
			if(clkLowFilter == 3'b011)
				filterPS2Clk <= 1'b0;
		end
	end
end
always @(posedge clk or posedge reset) begin
	if(reset) begin
		bitCount <= 4'b0000;
		buffer <= 10'b00_0000_0000;
	end
	else if(prePS2Clk == 1'b1 && filterPS2Clk == 1'b0)
	if(bitCount == 4'b0000) begin
		if(!ps2Data)
			bitCount <= 4'b0001;
	end
	else begin
		bitCount <= bitCount + 4'b0001;
		buffer <= {ps2Data, buffer[8:1]};
		if(bitCount == 4'b1001) begin
			scanDone <= 1'b1;
			scanCode <= buffer[8:1];
		end
		else if(bitCount == 4'b1010) begin
			scanDone <= 1'b0;
			scanCode <= 8'b0000_0000;
			bitCount <= 4'b0000;
		end
	end
end
endmodule
`timescale 1ns / 1ps
module PS2Decode(clk, reset, scanDone, scanCode, dataReady, data);
input clk;
input reset;
input scanDone;
input [7:0] scanCode;
output dataReady;
output [31:0] data;
reg preScan;
reg dataReady;
reg [31:0] data;
reg capsLock;						 
reg shift;							 
reg breakCode;						 
wire upper;							 
assign upper = capsLock ^ shift;
initial begin
	preScan <= 1'b0;
	dataReady <= 1'b0;
	data <= 32'h0000_0000;
	capsLock <= 1'b0;
	shift <= 1'b0;
	breakCode <= 1'b0;
end
always @(posedge clk or posedge reset) begin
	preScan <= scanDone;
	if(reset)
		preScan <= 0;
end
always @(posedge clk or posedge reset) begin
	if(reset == 1) begin
		dataReady <= 1'b0;
		data <= 32'h0000_0000;
		breakCode <= 1'b0;
		shift <= 1'b0;
	end
	else if(scanDone == 1'b0)
		dataReady <= 1'b0;
	else if(preScan == 1'b0 && scanDone == 1'b1)
	if(breakCode) begin
		if((scanCode == 8'h12) || (scanCode == 8'h59)) begin
			shift <= 1'b0;
		end
		breakCode <= 1'b0;
	end
	else if(scanCode == 8'hF0)
		breakCode <= 1'b1;
	else
	begin
		case (scanCode)
			8'h12, 8'h59: begin								 
				data <= 32'h0000_0000;
				shift <= 1'b1;
			end
			8'h58: begin										 
				data <= 32'h0000_0000;
				capsLock <= ~capsLock;
			end
			8'h66:												 
				data <= 32'h0000_0008;
			8'h0D:												 
				data <= 32'h0000_0009;
			8'h5A:												 
				data <= 32'h0000_000A;
			8'h76:												 
				data <= 32'h0000_001B;
			8'h1C:												 
				data <= (upper == 1'b1) ? 32'h0000_0041 : 32'h0000_0061;
			8'h32:												 
				data <= (upper == 1'b1) ? 32'h0000_0042 : 32'h0000_0062;
			8'h21:												 
				data <= (upper == 1'b1) ? 32'h0000_0043 : 32'h0000_0063;
			8'h23:												 
				data <= (upper == 1'b1) ? 32'h0000_0044 : 32'h0000_0064;
			8'h24:												 
				data <= (upper == 1'b1) ? 32'h0000_0045 : 32'h0000_0065;
			8'h2B:												 
				data <= (upper == 1'b1) ? 32'h0000_0046 : 32'h0000_0066;
			8'h34:												 
				data <= (upper == 1'b1) ? 32'h0000_0047 : 32'h0000_0067;
			8'h33:												 
				data <= (upper == 1'b1) ? 32'h0000_0048 : 32'h0000_0068;
			8'h43:												 
				data <= (upper == 1'b1) ? 32'h0000_0049 : 32'h0000_0069;
			8'h3B:												 
				data <= (upper == 1'b1) ? 32'h0000_004A : 32'h0000_006A;
			8'h42:												 
				data <= (upper == 1'b1) ? 32'h0000_004B : 32'h0000_006B;
			8'h4B:												 
				data <= (upper == 1'b1) ? 32'h0000_004C : 32'h0000_006C;
			8'h3A:												 
				data <= (upper == 1'b1) ? 32'h0000_004D : 32'h0000_006D;
			8'h31:												 
				data <= (upper == 1'b1) ? 32'h0000_004E : 32'h0000_006E;
			8'h44:												 
				data <= (upper == 1'b1) ? 32'h0000_004F : 32'h0000_006F;
			8'h4D:												 
				data <= (upper == 1'b1) ? 32'h0000_0050 : 32'h0000_0070;
			8'h15:												 
				data <= (upper == 1'b1) ? 32'h0000_0051 : 32'h0000_0071;
			8'h2D:												 
				data <= (upper == 1'b1) ? 32'h0000_0052 : 32'h0000_0072;
			8'h1B:												 
				data <= (upper == 1'b1) ? 32'h0000_0053 : 32'h0000_0073;
			8'h2C:												 
				data <= (upper == 1'b1) ? 32'h0000_0054 : 32'h0000_0074;
			8'h3C:												 
				data <= (upper == 1'b1) ? 32'h0000_0055 : 32'h0000_0075;
			8'h2A:												 
				data <= (upper == 1'b1) ? 32'h0000_0056 : 32'h0000_0076;
			8'h1D:												 
				data <= (upper == 1'b1) ? 32'h0000_0057 : 32'h0000_0077;
			8'h22:												 
				data <= (upper == 1'b1) ? 32'h0000_0058 : 32'h0000_0078;
			8'h35:												 
				data <= (upper == 1'b1) ? 32'h0000_0059 : 32'h0000_0079;
			8'h1A:												 
				data <= (upper == 1'b1) ? 32'h0000_005A : 32'h0000_007A;
			8'h45:												 
				data <= (shift == 1'b0) ? 32'h0000_0030 : 32'h0000_0029;
			8'h16:												 
				data <= (shift == 1'b0) ? 32'h0000_0031 : 32'h0000_0021;
			8'h1E:												 
				data <= (shift == 1'b0) ? 32'h0000_0032 : 32'h0000_0040;
			8'h26:												 
				data <= (shift == 1'b0) ? 32'h0000_0033 : 32'h0000_0023;
			8'h25:												 
				data <= (shift == 1'b0) ? 32'h0000_0034 : 32'h0000_0024;
			8'h2E:												 
				data <= (shift == 1'b0) ? 32'h0000_0035 : 32'h0000_0025;
			8'h36:												 
				data <= (shift == 1'b0) ? 32'h0000_0036 : 32'h0000_005E;
			8'h3D:												 
				data <= (shift == 1'b0) ? 32'h0000_0037 : 32'h0000_0026;
			8'h3E:												 
				data <= (shift == 1'b0) ? 32'h0000_0038 : 32'h0000_002A;
			8'h46:												 
				data <= (shift == 1'b0) ? 32'h0000_0039 : 32'h0000_0028;
			8'h0E:												 
				data <= (shift == 1'b0) ? 32'h0000_0060 : 32'h0000_0021;
			8'h4E:												 
				data <= (shift == 1'b0) ? 32'h0000_002D : 32'h0000_005F;
			8'h55:												 
				data <= (shift == 1'b0) ? 32'h0000_003D : 32'h0000_002B;
			8'h5D:												 
				data <= (shift == 1'b0) ? 32'h0000_005C : 32'h0000_007C;
			8'h54:												 
				data <= (shift == 1'b0) ? 32'h0000_005B : 32'h0000_007B;
			8'h5B:												 
				data <= (shift == 1'b0) ? 32'h0000_005D : 32'h0000_007D;
			8'h4C:												 
				data <= (shift == 1'b0) ? 32'h0000_003B : 32'h0000_003A;
			8'h52:												 
				data <= (shift == 1'b0) ? 32'h0000_0027 : 32'h0000_0022;
			8'h41:												 
				data <= (shift == 1'b0) ? 32'h0000_002C : 32'h0000_003C;
			8'h49:												 
				data <= (shift == 1'b0) ? 32'h0000_002E : 32'h0000_003E;
			8'h4A:												 
				data <= (shift == 1'b0) ? 32'h0000_002F : 32'h0000_003F;
			8'h29:												 
				data <= 32'h0000_0020;
			default:
				data <= 32'h0000_0000;
		endcase
		dataReady <= 1'b1;
	end
end
endmodule
`timescale 1ns / 1ps
module PS2Test(clk, ps2Clk, ps2Data, reset, led);
input clk;
input ps2Clk;
input ps2Data;
input reset;
output [7:0] led;
wire dataReady;
wire [31:0] data;
wire [31:0] commond;
reg [7:0] displayData;			 
initial begin
	displayData <= 8'b0000_0000;
end
PS2Top pt(clk, ps2Clk, ps2Data, reset, commond, dataReady, data);
DisplayData dd(displayData, led);
always @(posedge dataReady) begin
	displayData <= data[7:0];
end
endmodule
`timescale 1ns / 1ps
module PS2Top(clk, ps2Clk, ps2Data, reset, commond, dataReady, data);
input clk;
input ps2Clk;
input ps2Data;
input reset;
input [31:0] commond;
output dataReady;
output [31:0] data;
wire scanDone;						 
wire [7:0] scanCode;				 
wire dataReady;					 
wire [31:0] data;					 
PS2Ctrl pc(clk, reset, ps2Clk, ps2Data, scanDone, scanCode);
PS2Decode pd(clk, reset, scanDone, scanCode, dataReady, data);
endmodule
[flow/run.sh]
#!/bin/bash
# OpenROAD 26Q1-2900-gdf79404cd8, Yosys 0.63+post, stock flow scripts
make -C /OpenROAD-flow-scripts/flow DESIGN_CONFIG=/design/flow/config.mk WORK_HOME=/design/flow/orfs finish
[flow/config.mk]
export PLATFORM = sky130hd
export DESIGN_NAME = PS2Test
export DESIGN_NICKNAME = PS2Test
export VERILOG_FILES = /design/flow/design.v
export SDC_FILE = /design/flow/constraint.sdc
export NUM_CORES = 4
export LEC_CHECK = 1
export CORE_UTILIZATION = 50
[flow/constraint.sdc]
current_design PS2Test

set clk_period 5.4
set clk_io_pct 0.2

create_clock -name clk0 -period $clk_period [get_ports {clk}]

set non_clock_inputs [all_inputs -no_clocks]
set_input_delay [expr $clk_period * $clk_io_pct] -clock clk0 $non_clock_inputs
set_output_delay [expr $clk_period * $clk_io_pct] -clock clk0 [all_outputs]
==> qor.yml <==
htree_levels: 2
cts-root-buf: "clkbuf_8"
max_cap_violations: 0
postRouteAntennaNets: 0
async_flop_share_pct: 64.6
antenna_found_initial: 0
untimed_endpoints: 14
hold_class: "reg -> reg"
clock_skew_ps: 8.64
leakagePower_nw: 1.40
via_count: 2806
dieHeight_um: 83.2
post-place-cells: 439
fp-row-count: 29
grt_max_degree: 41
clk_latency_ps: 290
finalHoldViolCount: 0
crit_arrival_ps: 2770
clock_path_buffers: 2
tool_warnings: 28
setup_slack_ps: 2820
mostFrequentLayoutCell: "nand2_1"
finalSetupViolCount: 0
power_w: 0.000677
num_io_pins: 12
r2r_cells: 6
fin_crit_sh_pct: 47.7
crit_family: "AND-OR/OR-AND gates"
layout-drive-gt1-share_pct: 8.92
worst_pin_slew_ps: 825
finalSetupTns_ps: 0
r2r_setup_slack_ps: 2820
yosys_area_mm2: 0.00329
path_cells: "xor2_1, and4_1, a311oi_1, and4_4, a41oi_2, a22o_1"
slew_headroom_pct: 44.2
use_met1_pct: 36.9
ys_seq_share_pct: 36.9
status: "completed"
grt_util_met3_pct: 3.13
crit_path_top_delay_cell: "edfxtp_1"
path_clk_slew_ps: 80
ctsHoldBuffers: 0
mappedNetlistArea_mm2: 0.00329
power_density_mw_per_mm2: 194
fmax_ghz: 0.388
peakVddDrop_v: 0.000171
finalNonFillerCells: 447
grtUsageMet2_pct: 35.5
startpoint_type: "register"
mostFrequentLayoutCells: "nand2_1 (55), dfrtp_1 (31), nor2_1 (20), o21ai_0 (20), nor2b_1 (16)"
cp.required_ps: 5590
unclocked_regs: 7
via_per_inst: 6.28
period_minus_slack_ps: 2580
yosys_warnings: 3
synth_flops: 48
dp_hpwl_um: 5450
ff_type: "dfrtp_1"
edf_count: 10
route.detailed.drc: 0
grt-ovfl-total: 0
path_class: "reg -> reg"
num_antenna_cells: 0
cts-resized-gates: 0
critical_path_buf_inv_count: 0
cpPeakStageDelay_ps: 680
dieWidth_um: 83.2
holdPathStages: 1
ys_types: 76
grt_use_total_pct: 23.8
crit_cells: 6
grt_pass1_wl_um: 12800
endpoint_kind: "register"
place_ws_ps: 2840
avgSynthCellArea_um2: 8.83
drt_pass1_iterations: 6
grt_pass1_vias: 2557
portBuffers: 10
gp_congestion: 0.995
initial_core_util_pct: 51.9
coreArea_mm2: 0.00635
wl_um: 7690
rsz0062_at_grt: "false"
postCtsSetupBuffers: 0
wl_per_cell_um: 17.2
area_growth_syn_to_layout_pct: 6.00
drt_iter0_markers: 231
top_usage_layer: "met1"
cts_buffers: 5
synthCells: 373
dieArea_mm2: 0.00692
ys_cells: 373
cts_tree: "done"
drv_slew: 0
crit_fanout: 24
## per-layer routing
layer,wire (µm),up-vias
li1,-,1365
met1,3390,1303
met2,3480,113
met3,460,25
met4,354,0
met5,0,-
## cells in the mapped netlist (6+ instances only)
cell type,n,area [µm²]
nand2b_1,8,50.1
nor2_1,20,75.1
ha_1,8,100
a21oi_1,13,65.1
nor2b_1,16,100
buf_2,8,40.0
nand3_1,10,50.1
dfxtp_1,7,140
nand2_1,55,206
mux2i_1,6,60.1
edfxtp_1,10,300
clkbuf_1,14,52.6
dfrtp_1,31,776
inv_1,11,41.3
o21ai_0,20,100
and2_1,9,56.3
## logic make-up after synthesis
family,count (synthesis),synth area share (%)
and+or+nand+nor,178,31.9
buffers and inverters,41,6.04
adders and majority gates,8,3.04
DFF,48,36.9
other,1,0.114
AOI/OAI and AO/OA,89,19.6
muxes,6,1.82
xor gates and xnor gates,2,0.532
## stage by stage
step | cell area, µm² | utilization, % | hold WS (ps)
3_3_place_gp | 3410 | 53.7 | 416
6_report | 3490 | 55.0 | 428
3_5_place_dp | 3410 | 53.7 | 422
2_1_floorplan | 3290 | - | 378
4_1_cts | 3490 | 55.0 | 433
5_1_grt | 3490 | 55.0 | 446
## final cells by class
class	instances	area, µm²
fill	588	2860
multi-input combinational	284	1890
sequential	48	1220
timing repair buffer	19	168
tap	77	96.3
clock buffer	5	68.8
inverter	11	41.3
clock inverter	3	16.3
## flip-flops by register name (all words and copies together) (netlist names)
register,flops
displayData,7
pt.pd.data,7
pt.pc.prePS2Clk,1
pt.pd.breakCode,1
pt.pc.clkHighFilter,3
pt.pd.preScan,1
pt.pd.dataReady,1
pt.pc.bitCount,4
pt.pd.shift,1
pt.pc.buffer,8
pt.pc.filterPS2Clk,1
pt.pc.scanCode,8
pt.pd.capsLock,1
pt.pc.scanDone,1
pt.pc.clkLowFilter,3
## report_power, final
part / total, W / switching [W] / internal, W
clock network: 0.000194 / 0.000105 / 0.0000895
registers: 0.000388 / 0.0000328 / 0.000355
logic: 0.0000942 / 0.0000541 / 0.0000402
total: 0.000677 / 0.000192 / 0.000485
## worst paths after layout
kind	start	end
setup / recovery	pt.pc.scanCode[4]	pt.pd.data[1]
setup reg to reg	pt.pc.scanCode[4]	pt.pd.data[1]
hold / removal	pt.pc.clkLowFilter[0]	pt.pc.clkLowFilter[0]
max in group asynchronous	reset	pt.pc.buffer[5]
hold reg to reg	pt.pc.clkLowFilter[0]	pt.pc.clkLowFilter[0]
min in group asynchronous	reset	pt.pd.data[6]
